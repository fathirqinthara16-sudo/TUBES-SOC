**flow/config.mk**
```make
export PLATFORM = sky130hd
export DESIGN_NAME = sensor_simulator
export DESIGN_NICKNAME = sensor_simulator
export VERILOG_FILES = /design/flow/design.v
export SDC_FILE = /design/flow/constraint.sdc
export NUM_CORES = 4
export LEC_CHECK = 1
export CORE_AREA = 10 10 75 75
export DIE_AREA = 0 0 85 85
```
**flow/constraint.sdc**
```tcl
current_design sensor_simulator

set clk_period 2.4
set clk_io_pct 0.2

create_clock -name clk0 -period $clk_period [get_ports {clk}]

set non_clock_inputs [all_inputs -no_clocks]
set_input_delay [expr $clk_period * $clk_io_pct] -clock clk0 $non_clock_inputs
set_output_delay [expr $clk_period * $clk_io_pct] -clock clk0 [all_outputs]
```
**flow/design.v**
```verilog
module sensor_simulator (
    input  wire clk,
    input  wire rst_n,
    output reg [7:0] temp,
    output reg [7:0] hum
);
    always @(posedge clk or negedge rst_n) begin
        if (!rst_n) begin
            temp <= 25;
            hum  <= 60;
        end else begin
            temp <= temp + 1;
            hum  <= hum + 2;
        end
    end
endmodule
```
**flow/run.sh**
```bash
#!/bin/bash
# OpenROAD 26Q1-2900-gdf79404cd8, Yosys 0.63+post, stock flow scripts
make -C /OpenROAD-flow-scripts/flow DESIGN_CONFIG=/design/flow/config.mk WORK_HOME=/design/flow/orfs finish
```
==> job_summary.md <==
## Synthesis and layout report

| Metric | Value |
|---|---|
| Status | complete, no violations |
| Post-synth seq share | 0.653 |
| Clk ins delay skew pair | 0.24 ns |
| Worst Skew | 0.000909 ns |
| P&R area growth vs syn | 44.3% |
| Syn Inst Count | 44 |
| Relative slew slack | 0.527 |
| Final Max Tran Viols | 0 |
| DRC | 0 |
| Via count | 379 |
| LEAKAGE | 0.360 nW |
| CP Capture Type | output port |
| Post-DP HPWL | 914 um |
| DRT antenna net count | 0 |
| Endpoints failing setup | 0 |
| CTS hold repair buffers | 0 |
| Total core area | 4060 sq um |
| Row count | 23 |
| Drt total wl | 1200 um |
| Clock Root Buffer | clkbuf_8 |
| CP Launch Type | register |
| Htree depth | 1 |
| PwrDens | 537 nW/um^2 |
| YS chip area | 588 sq um |
| Routed WL per cell | 10.6 um |
| CTS Buf Count | 3 |
| Average vias per placed instance | 3.35 |
| Crit path cell chain | clkdlybuf4s50_1 |
| Worst Hold Class | register to register |
| WP buf/inv | 1 |
| Die area | 7230 sq um |
| Cell area after layout | 848 sq um |
| Syn Area/Cell | 13.4 sq um |
| Setup Fix Bufs, Post-CTS | 0 |
| Worst-path fanout max | 5 |
| Dpl cell area | 803 sq um |
| Worst path slowest cell | dfstp_2 |
| Largest net degree at the start of global routing | 16 |
| Main area contributors | dfrtp_1 34%, dfstp_2 31%, xnor2_1 10%, xor2_1 6.0%, ha_1 4.3% |
| Total GRT Usage | 0.0348 |
| GRT Residual Overflow | 0 |
| Detailed Route Iter0 Violations | 11 |
| Sink Count | 15 |
| Area leader, netlist | dfrtp_1 |
| Resize count post-CTS | 0 |
| Cell Type Count | 14 |
| Crit path max-delay family | flip-flops |
| Worst Path Arrival | 1.28 ns |
| Min Tclk post-route | 1.76 ns |
| Tcrit/Tclk final | 0.734 |
| TritonCTS clock tree | built |
| YS warnings | 1 |
| Antenna violations before repair | 0 |
| Peak Freq | 567 MHz |
| First-pass GRT wire length | 2070 um |
| Mapped Area | 588 sq um |
| RePlAce Congestion | 0.812 |
| RSZ-0062 raised after global routing | no |
| 1st-pass router iterations | 4 |
| VDD IR max | 0.000226 V |
| Vias in the first global route | 386 |
| Die Wd | 85 um |
| Share of cells above drive strength 1 | 0.159 |
| Yosys Instances | 44 |
| Synth flops | 15 |
| OpenROAD warnings | 25 |
| IO Count | 18 |
| Die Span Y | 85 um |
| Critical path class | register to output port |
| CP Depth | 1 |
| Dominant cell area share | 0.340 |
| Worst-case reg-to-reg path depth | 4 |
| Clock tree buffer depth | 2 |
| Endpoints failing hold | 0 |
| Hold WS | 0.463 ns |
| Antenna fix cells | 0 |
| Hold depth | 1 |
| TNS Setup | 0 ns |
| Port bufs | 16 |
| Max-cap violations | 0 |
| Clock Pin Slew Worst Setup and Hold Paths | 0.06 ns |
| FP Util | 0.145 |
| Worst path required time | 1.92 ns |
| Slew @ Worst Pin | 0.707 ns |
| Delay of the slowest critical-path stage | 0.56 ns |
==> power by group <==
group	total [mW]	switching (mW)	internal [mW]
Sequential	0.254	0	0.254
Combinational	0.00649	0.00507	0.00143
Clock	0.196	0.0784	0.117
Total	0.456	0.0834	0.372
==> metrics by stage <==
stage	power [mW]	utilization	worst slack, ns	instances
after detailed placement	0.265	0.198	0.891	109
after global routing	0.484	0.209	0.575	113
after global placement	0.264	0.198	0.898	109
after floorplan	0.259	-	1.19	44
final	0.456	0.209	0.638	113
after CTS	0.470	0.209	0.612	113
==> kinds of logic (layout without fill, tap and decap cells) <==
| group | count (synthesis) | count (layout) | share of synthesized area |
|---|---|---|---|
| flip-flops | 15 | 15 | 0.653 |
| AND/OR/NAND/NOR | 12 | 12 | 0.109 |
| XOR/XNOR | 11 | 11 | 0.164 |
| buffers and inverters | 3 | 22 | 0.0255 |
| adder cells (fa/ha/maj) | 2 | 2 | 0.0425 |
| other | 1 | 1 | 0.00638 |
==> final cells by class <==
type / count / area [sq um]
fill: 423 / 3210
sequential: 15 / 384
multi-input combinational: 26 / 189
timing repair buffer: 16 / 160
tap: 50 / 62.6
clock buffer: 4 / 45.0
inverter: 2 / 7.51
==> registers in the layout (all words and copies together) (netlist names) <==
name / cells
temp: 8
hum: 7
==> layer usage <==
layer | part of all wire | routed length [um] | up-vias | global-route usage
li1 | - | - | 181 | -
met1 | 0.44 | 523 | 179 | 0.0409
met2 | 0.43 | 516 | 17 | 0.0525
met3 | 0.13 | 154 | 2 | 0.0260
met4 | 0.0033 | 4 | 0 | 0.00150
met5 | 0 | 0 | - | 0
==> final timing paths <==
check	from	end	slack (ns)
worst max-delay path	temp[0]	temp[0]	0.64
worst min-delay path	hum[7]	hum[7]	0.46
worst min register to register	hum[7]	hum[7]	0.46
min in group asynchronous	rst_n	temp[2]	0.67
max in group asynchronous	rst_n	temp[7]	1.29
worst max register to register	temp[0]	temp[6]	1.09
==> placed cells by master, fill, tap and decap left out, drive strengths merged, types with 2 or more instances in the layout <==
master | netlist | layout
clkdlybuf4s50 | 0 | 16
dfrtp | 8 | 8
xnor2 | 7 | 7
dfstp | 7 | 7
nand3 | 5 | 5
xor2 | 4 | 4
clkbuf | 0 | 4
inv | 2 | 2
and3 | 2 | 2
nand2 | 2 | 2
ha | 2 | 2
==> cell usage after synthesis <==
cell / number
dfrtp_1: 8
dfstp_2: 7
xnor2_1: 7
nand3_1: 5
xor2_1: 4
and3_1: 2
ha_1: 2
inv_1: 2
nand2_1: 2
and4_1: 1
buf_4: 1
conb_1: 1
nand4_1: 1
nor2_1: 1
Power figures rest on the tool's default switching activity, not on a simulated workload.
