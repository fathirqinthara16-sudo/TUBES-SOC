==> design/flow/design.v <==
module DHT (
    input  wire clk,
    input  wire rst_n,
    output wire [6:0] seg_tens,
    output wire [6:0] seg_units,
    output wire LEDR0,
    output wire LEDR1
);
    parameter SIM_SWITCH = 5;    
    parameter S_TEMP = 2'd0,
              S_WAIT = 2'd1,
              S_HUM  = 2'd2;
    reg [1:0] state, next_state;
    wire slow_clk;
    reg  [3:0] switch_cnt;
    clock_divider #(.DIV(4)) u_clk (
        .clk_in(clk),
        .rst_n(rst_n),
        .clk_out(slow_clk)
    );
    always @(posedge slow_clk or negedge rst_n) begin
        if (!rst_n)
            state <= S_TEMP;
        else
            state <= next_state;
    end
    always @(*) begin
        next_state = state;
        case (state)
            S_TEMP: if (switch_cnt == SIM_SWITCH-1) next_state = S_WAIT;
            S_WAIT:                                next_state = S_HUM;
            S_HUM : if (switch_cnt == SIM_SWITCH-1) next_state = S_TEMP;
            default:                               next_state = S_TEMP;
        endcase
    end
    always @(posedge slow_clk or negedge rst_n) begin
        if (!rst_n) begin
            switch_cnt <= 0;
        end else begin
            if (state != next_state)
                switch_cnt <= 0;
            else
                switch_cnt <= switch_cnt + 1;
        end
    end
    assign LEDR0 = (state == S_TEMP);  
    assign LEDR1 = (state == S_HUM);   
    wire [7:0] display_value;
    assign display_value = (state == S_TEMP) ? 8'd25 : 8'd54;
    wire [3:0] tens;
    wire [3:0] units;
    bcd_converter u_bcd (
        .bin(display_value),
        .tens(tens),
        .units(units)
    );
    seven_segment_decoder u_seg_tens (
        .digit(tens),
        .seg(seg_tens)
    );
    seven_segment_decoder u_seg_units (
        .digit(units),
        .seg(seg_units)
    );
endmodule
module bcd_converter (
    input  wire [7:0] bin,
    output wire [3:0] tens,
    output wire [3:0] units
);
    assign tens  = bin / 10;
    assign units = bin % 10;
endmodule
module clock_divider #(
    parameter DIV = 4
)(
    input  wire clk_in,
    input  wire rst_n,
    output reg  clk_out
);
    reg [$clog2(DIV)-1:0] cnt;
    always @(posedge clk_in or negedge rst_n) begin
        if (!rst_n) begin
            cnt <= 0;
            clk_out <= 0;
        end else if (cnt == DIV-1) begin
            cnt <= 0;
            clk_out <= ~clk_out;
        end else begin
            cnt <= cnt + 1;
        end
    end
endmodule
module seven_segment_decoder (
    input  wire [3:0] digit,
    output reg  [6:0] seg
);
    always @(*) begin
        case (digit)
            4'd0: seg = 7'b1000000;
            4'd1: seg = 7'b1111001;
            4'd2: seg = 7'b0100100;
            4'd3: seg = 7'b0110000;
            4'd4: seg = 7'b0011001;
            4'd5: seg = 7'b0010010;
            4'd6: seg = 7'b0000010;
            4'd7: seg = 7'b1111000;
            4'd8: seg = 7'b0000000;
            4'd9: seg = 7'b0010000;
            default: seg = 7'b1111111;
        endcase
    end
endmodule
==> design/flow/run.sh <==
#!/bin/bash
# OpenROAD 26Q1-2900-gdf79404cd8, Yosys 0.63+post, stock flow scripts
make -C /OpenROAD-flow-scripts/flow DESIGN_CONFIG=/design/flow/config.mk WORK_HOME=/design/flow/orfs finish
==> design/flow/config.mk <==
export PLATFORM = sky130hd
export DESIGN_NAME = DHT
export DESIGN_NICKNAME = DHT
export VERILOG_FILES = /design/flow/design.v
export SDC_FILE = /design/flow/constraint.sdc
export NUM_CORES = 4
export LEC_CHECK = 1
export CORE_AREA = 10 10 70 70
export DIE_AREA = 0 0 80 80
==> design/flow/constraint.sdc <==
current_design DHT

set clk_period 1.0
set clk_io_pct 0.2

create_clock -name clk0 -period $clk_period [get_ports {clk}]

set non_clock_inputs [all_inputs -no_clocks]
set_input_delay [expr $clk_period * $clk_io_pct] -clock clk0 $non_clock_inputs
set_output_delay [expr $clk_period * $clk_io_pct] -clock clk0 [all_outputs]
==> metrics.txt <==
# HELP chip_impl_metric Flow report values
# TYPE chip_impl_metric gauge
chip_impl_metric{name="p_per_area",unit="nW/um^2"} 565
chip_impl_metric{name="vias",unit=""} 292
chip_impl_metric{name="flop_area",unit="um^2"} 225
chip_impl_info{name="run_status",value="complete, no violations"} 1
chip_impl_info{name="area_leaders",value="dfrtp_1, buf_4, ha_1"} 1
chip_impl_metric{name="yosys-stat-area",unit="um^2"} 499
chip_impl_metric{name="clk_path_buf_depth",unit=""} 2
chip_impl_metric{name="achievable-frequency",unit="MHz"} 1130
chip_impl_metric{name="worst_path_arrival_time",unit="ns"} 0.99
chip_impl_metric{name="post_synth_inst_count",unit=""} 48
chip_impl_metric{name="final-comb-area",unit="um^2"} 184
chip_impl_metric{name="top_cell_area_share",unit="%"} 45.1
chip_impl_info{name="critical_path.endpoint_type",value="flip-flop"} 1
chip_impl_metric{name="first_iter_violations",unit=""} 20
chip_impl_metric{name="antenna_left",unit=""} 0
chip_impl_info{name="cts_root_buffer",value="clkbuf_4"} 1
chip_impl_metric{name="cp_num_buf_inv",unit=""} 0
chip_impl_info{name="setup_repair_after_global_routing_missed_its_margin",value="false"} 1
chip_impl_metric{name="totalNegativeSetupSlack",unit="ns"} 0
chip_impl_metric{name="cts.repair_timing.setup_buffer_count",unit=""} 0
chip_impl_metric{name="cts.hold.buffers_added",unit=""} 0
chip_impl_metric{name="unclocked_regs",unit=""} 6
chip_impl_metric{name="routed_wl",unit="um"} 842
chip_impl_metric{name="total_number_of_warnings_across_the_stage_logs",unit=""} 26
chip_impl_info{name="crit_family",value="flip-flops"} 1
chip_impl_metric{name="h-tree-depth",unit=""} 1
chip_impl_info{name="cp_cell_sequence",value="ha_1 -> xor2_1"} 1
chip_impl_metric{name="postSynthAreaPerCell",unit="um^2"} 10.4
chip_impl_metric{name="first_pass_grt_wire_length",unit="um"} 1310
chip_impl_metric{name="report.final.hold_viol_count",unit=""} 0
chip_impl_metric{name="endpoints_left_unconstrained",unit=""} 15
chip_impl_metric{name="diodes",unit=""} 0
chip_impl_metric{name="first_global_vias",unit=""} 306
chip_impl_info{name="setup.worst_path.start_class",value="flip-flop"} 1
chip_impl_metric{name="grt_antenna_before_repair",unit=""} 0
chip_impl_metric{name="clk_pin_slew_worst_paths",unit="ns"} 0.04
chip_impl_metric{name="layout.filler_cells",unit=""} 384
chip_impl_metric{name="syn_area",unit="um^2"} 499
chip_impl_metric{name="die_outline_area",unit="um^2"} 6400
chip_impl_metric{name="ir_drop_worst_case_vdd",unit="V"} 0.000278
chip_impl_metric{name="r2r_setup_slack",unit="ns"} 0.12
chip_impl_metric{name="cts.repair.resized",unit=""} 0
chip_impl_metric{name="post_drt_via_cell_ratio",unit=""} 2.89
chip_impl_metric{name="largest_net_degree_at_the_start_of_global_routing",unit=""} 9
chip_impl_metric{name="setup_violations",unit=""} 0
chip_impl_metric{name="io_buffers",unit=""} 10
chip_impl_metric{name="yosysWarningCount",unit=""} 3
chip_impl_metric{name="worst-endpoint-required",unit="ns"} 1.10
chip_impl_info{name="hold_path_class",value="in2async"} 1
chip_impl_metric{name="worst-path-max-fanout",unit=""} 2
chip_impl_info{name="synthDominantAreaCellType",value="dfrtp_1"} 1
chip_impl_metric{name="drt_drc_violations_left",unit=""} 0
chip_impl_metric{name="die_width",unit="um"} 80
chip_impl_metric{name="leakagePower",unit="uW"} 0.000299
chip_impl_metric{name="die_height",unit="um"} 80
chip_impl_metric{name="tritoncts.num_buffers",unit=""} 3
chip_impl_metric{name="floorplan.rows",unit=""} 21
chip_impl_info{name="critPathKind",value="reg2reg"} 1
chip_impl_metric{name="initial_core_util",unit="%"} 14.6
chip_impl_metric{name="post_dp_cell_area",unit="um^2"} 586
chip_impl_metric{name="finalWeightedCongestion",unit=""} 0.687
chip_impl_metric{name="dp.final_hpwl",unit="um"} 696
chip_impl_metric{name="drive_above_1_share",unit="%"} 12.7
chip_impl_metric{name="synth-seq-cells",unit=""} 9
chip_impl_metric{name="detailedRoute.firstPassIterationCount",unit=""} 4
chip_impl_metric{name="core_area",unit="um^2"} 3420
chip_impl_metric{name="grt_use_total",unit="%"} 2.44
chip_impl_metric{name="timing.final.crit_share",unit="%"} 88.3
chip_impl_metric{name="timing_max_transition_violations_final",unit=""} 0
chip_impl_info{name="cts_tree",value="built"} 1
chip_impl_metric{name="wl_cell",unit="um"} 8.34
chip_impl_info{name="crit_slowest_cell",value="dfrtp_1"} 1
chip_impl_metric{name="clock.latency.late_pin",unit="ns"} 0.23
chip_impl_metric{name="synth.lib_cells_used.distinct",unit=""} 20
chip_impl_metric{name="synth_stat.cells",unit=""} 48
chip_impl_metric{name="area.growth.synth_to_final",unit="%"} 22.6
chip_impl_metric{name="maxCapViolations",unit=""} 0
chip_impl_metric{name="fin_crit",unit="ns"} 0.883
chip_impl_metric{name="worst_clock_skew",unit="ns"} 0.00131
chip_impl_metric{name="post-route-cell-area",unit="um^2"} 612
chip_impl_metric{name="ioPinCount",unit=""} 18
chip_impl_metric{name="grt-ovfl-total",unit=""} 0
chip_impl_metric{name="synth_sequential_area_ratio",unit="%"} 45.1
chip_impl_metric{name="delay_of_the_slowest_cell_on_the_worst_path",unit="ns"} 0.37
worst reg2reg max path, stage by stage, from the launching register on:
cell	delay, ns
dfrtp_1	0.37
ha_1	0.22
xor2_1	0.16
path summary, 6_finish.rpt:
path | from | to | depth (start not counted)
setup / recovery | u_clk.cnt[0]$_DFF_PN0_ | u_clk.clk_out$_DFFE_PN0P_ | 2
hold / removal | rst_n | u_clk.clk_out$_DFFE_PN0P_ | 1
setup reg to reg | u_clk.cnt[0]$_DFF_PN0_ | u_clk.clk_out$_DFFE_PN0P_ | 2
hold reg to reg | u_clk.cnt[0]$_DFF_PN0_ | u_clk.cnt[0]$_DFF_PN0_ | 1
max in group asynchronous | rst_n | u_clk.cnt[0]$_DFF_PN0_ | 1
min in group clk0 | u_clk.cnt[0]$_DFF_PN0_ | u_clk.cnt[0]$_DFF_PN0_ | 1
cells by family (layout without fill, tap and decap cells):
family	after synthesis	after routing	share of synthesized area [%]
flops	9	9	45.1
xor+xnor	1	1	1.75
compound gates	1	1	1.00
mux	2	2	5.01
fa+ha+maj	3	3	7.52
other cells	2	7	1.50
simple gates	14	14	16.3
buf+inv	16	18	21.8
report_power, final:
part	internal [uW]	switching, uW	leakage [uW]
clock	149	59.3	0.0000150
sequential	122	0	0.000122
combinational	5.98	9.35	0.000162
synthesized netlist by cell type, drive strengths merged:
library cell	n
mux2	1
mux2i	1
nor3b	1
xor2	1
dfrtp	9
nor2	4
and2	1
nand3	1
and3b	1
nor3	1
inv	3
a21oi	1
buf	13
or2	1
conb	2
ha	3
nand2b	2
nor2b	1
nand3b	1
flip-flops by register name, indices dropped and copies added, names as in the netlist:
name / flops
u_clk.clk_out: 1
state: 2
u_clk.cnt: 2
switch_cnt: 4
cell usage in the layout, fill, tap and decap left out:
cell type        count
inv_1                2
mux2_4               1
mux2i_1              1
clkdlybuf4s50_1     10
nor3b_1              1
nand3b_1             1
clkbuf_4             3
conb_1               7
dfrtp_1              9
nor2b_1              1
or2_1                1
and3b_2              1
clkbuf_1             1
inv_2                1
ha_1                 3
a21oi_1              1
xor2_1               1
nand2b_1             2
buf_4                1
nor2_1               4
nor3_1               1
nand3_1              1
and2_1               1
area by class of cell:
class,instances,area share [%]
Sequential cell,9,36.8
Multi-Input combinational cell,28,30.1
Timing Repair Buffer,11,17.6
Tap cell,46,9.41
Clock buffer,4,4.29
Inverter,3,1.84
per-stage QoR:
step	utilization, %	std cells	worst slack [ns]	total power [uW]	hold WS (ns)
global route	17.9	101	0.0849	368	0.190
detailed placement	17.1	97	0.119	140	0.424
finish	17.9	101	0.117	346	0.187
floorplan	-	53	0.154	143	-0.0956
CTS	17.9	101	0.115	361	0.175
global placement	17.1	97	0.144	140	0.414
routing by layer:
metal | vias to the layer above | GRT usage, % | part of all wire, %
met4 | 0 | 0.352 | 0
met1 | 129 | 3.38 | 48
met2 | 19 | 3.05 | 34
li1 | 144 | - | -
met5 | - | 0 | 0
met3 | 0 | 1.70 | 18
Power and IR drop assume default switching activity.
