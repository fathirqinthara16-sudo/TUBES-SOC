==> /design/flow/design.v <==
module dht11_reader (
    input  wire clk,
    input  wire KEY0,           
    inout  wire dht_data,
    output wire [6:0] seg_tens,
    output wire [6:0] seg_units,
    output wire LEDR0,          
    output wire LEDR1           
);
    reg [39:0] data_buffer;
    reg [5:0]  bit_index;
    reg [19:0] counter;
    reg [25:0] counter_new_temp;
    reg        previous_data;
    reg [2:0]  state;
    reg        data_direction;
    reg        data_reg;
    reg [7:0] temp;
    reg [7:0] humidity;
    reg display_mode;           
    reg [31:0] display_timer;
    parameter AUTO_SWITCH = 250_000_000;  
    always @(posedge clk) begin
        if (!KEY0) begin
            state <= 0;
            bit_index <= 0;
            counter <= 0;
            counter_new_temp <= 0;
            previous_data <= 0;
            data_direction <= 0;
            temp <= 0;
            humidity <= 0;
        end else begin
            data_reg <= dht_data;
            if (counter_new_temp > 50000000) begin
                state <= 0;
                bit_index <= 0;
                counter <= 0;
                counter_new_temp <= 0;
            end else
                counter_new_temp <= counter_new_temp + 1;
            case (state)
                0: begin
                    data_direction <= 0;
                    if (counter > 901000) begin
                        counter <= 0;
                        data_direction <= 1;
                        state <= 1;
                    end else
                        counter <= counter + 1;
                end
                1: if (~data_reg) state <= 2;
                2: if ( data_reg) state <= 3;
                3: if (~data_reg) state <= 4;
                4: if ( data_reg) state <= 5;
                5: if (~data_reg) state <= 6;
                6: begin
                    if (bit_index < 40) begin
                        if (~data_reg && previous_data) begin
                            data_buffer[39-bit_index] <= (counter > 2500);
                            counter <= 0;
                            bit_index <= bit_index + 1;
                        end
                        if (data_reg)
                            counter <= counter + 1;
                    end else begin
                        humidity <= data_buffer[39:32];
                        temp     <= data_buffer[23:16];
                        state <= 0;
                    end
                    previous_data <= data_reg;
                end
            endcase
        end
    end
    assign dht_data = (data_direction) ? 1'bz : 1'b0;
    always @(posedge clk) begin
        if (!KEY0) begin
            display_timer <= 0;
            display_mode <= 0;    
        end else begin
            display_timer <= display_timer + 1;
            if (display_timer >= AUTO_SWITCH) begin
                display_timer <= 0;
                display_mode <= ~display_mode;
            end
        end
    end
    wire [7:0] display_value;
    assign display_value = (display_mode == 1'b0) ? temp : humidity;
    wire [3:0] tens  = display_value / 10;
    wire [3:0] units = display_value % 10;
    seven_seg_decoder seg1 (.digit(tens),  .seg(seg_tens));
    seven_seg_decoder seg0 (.digit(units), .seg(seg_units));
    assign LEDR0 = (display_mode == 1'b0);  
    assign LEDR1 = (display_mode == 1'b1);  
endmodule
module seven_seg_decoder (
    input  wire [3:0] digit,
    output reg  [6:0] seg
);
    always @(*) begin
        case (digit)
            4'd0: seg = 7'b1000000;
            4'd1: seg = 7'b1111001;
            4'd2: seg = 7'b0100100;
            4'd3: seg = 7'b0110000;
            4'd4: seg = 7'b0011001;
            4'd5: seg = 7'b0010010;
            4'd6: seg = 7'b0000010;
            4'd7: seg = 7'b1111000;
            4'd8: seg = 7'b0000000;
            4'd9: seg = 7'b0010000;
            default: seg = 7'b1111111;
        endcase
    end
endmodule
==> /design/flow/run.sh <==
#!/bin/bash
# OpenROAD 26Q1-2900-gdf79404cd8, Yosys 0.63+post, stock flow scripts
make -C /OpenROAD-flow-scripts/flow DESIGN_CONFIG=/design/flow/config.mk WORK_HOME=/design/flow/orfs finish
==> /design/flow/config.mk <==
export PLATFORM = sky130hd
export DESIGN_NAME = dht11_reader
export DESIGN_NICKNAME = dht11_reader
export VERILOG_FILES = /design/flow/design.v
export SDC_FILE = /design/flow/constraint.sdc
export NUM_CORES = 4
export LEC_CHECK = 1
export CORE_AREA = 10 10 105 105
export DIE_AREA = 0 0 115 115
==> /design/flow/constraint.sdc <==
current_design dht11_reader

set clk_period 5.5
set clk_io_pct 0.2

create_clock -name clk0 -period $clk_period [get_ports {clk}]

set non_clock_inputs [all_inputs -no_clocks]
set_input_delay [expr $clk_period * $clk_io_pct] -clock clk0 $non_clock_inputs
set_output_delay [expr $clk_period * $clk_io_pct] -clock clk0 [all_outputs]
==> results.txt <==
Entry: Yosys synthesis followed by OpenROAD place and route.

Timing:
- The run puts the number of hold violations in the final report at 0.
- The run puts the clock skew at around 2.7 ps.
- The run puts the final count of negative-setup-slack endpoints at 0.
- Setup repair after global routing left no endpoint under its margin.
- Summed over all failing endpoints, the final setup total negative slack is 0 ps.
- The run gives the maximum clock frequency as roughly 450 MHz.
- The run puts the time the worst path needs with I/O delays and setup at between 2000 and 2500 ps.
- In the final report, the number of pins over their slew limit comes to 0.
- The run gives the fraction of the cycle the final worst path needs as approximately 40%.

Pwr:
- The run gives the power share of the sequential group as approximately 56%.
- The run gives the internal power component as approximately 0.35 mW.
- The run gives the standby leakage power as 0.536 nW.
- The run puts the largest voltage drop on the vdd net at between 70 and 80 uV.
- The run gives the net switching power as slightly below 0.09 mW.
- The run puts the logic gate share of total power at under 10%.
- Per the breakdown, switching nets consume approximately 20% of all power.
- Overall power consumption after layout is estimated at around 0.43 mW.
- The run puts the power per standard cell area at roughly 230 nW/um^2.
- The run gives the share of power burned in the clock network as 41.3%.

Yosys:
- The run gives the post-synthesis share of cell area spent on full adders, half adders and majority gates as under 10%.
- The synthesized netlist devotes between 10% and 20% of its cell area to compound gates.
- The run puts the cell count after synthesis at roughly 190.
- The run puts the async set or reset register ratio after synthesis at 0%.
- Dividing the synthesized area by the synthesized cell count gives around 8.6 sq um.
- Per the synthesis report, the simple-gate share of the synthesized area is between 20 and 30%.
- After synthesis, the design contains around 190 cells according to Yosys.
- The run gives the mapped cell area as around 1700 sq um.
- The run puts the count of synthesis-stage warnings from yosys at 3.
- The run gives the number of enable-type register cells in the synthesized netlist as 0.
- The synthesized netlist contains 36 unique library cells.
- Of the synthesized area, sequential elements account for 39.7%.
- The most used flip-flop cell after synthesis is dfxtp_1.
- The run gives the post-synthesis chip area from yosys as between 1500 and 2000 sq um.
- The run gives the dominant combinational cell family by area after synthesis as simple AND/OR/NAND/NOR gates.
- The run gives the total of flip-flops plus latches after synthesis as 33.
- The run puts the mux contribution to synthesized area at 0%.
- The synthesized netlist devotes slightly below 7% of its cell area to XOR and XNOR gates.

Floorplanning:
- The floorplan step records an initial core utilization of 19.0%.
- The run gives the die extent in y as 115 microns.
- The run puts the horizontal die size at between 100 and 150 microns.
- The run gives the number of cell rows as 34.
- The run puts the count of pins on the block boundary at 19.
- The run gives the full die area as between 10000 and 15000 sq um.
- The run puts the area inside the core boundary at approximately 8800 sq um.

Clock tree:
- Post-CTS repair changed the size of 0 cells.
- TritonCTS built the clock tree.
- The number of clock buffers added by TritonCTS is 5.
- CTS built an H-tree with a depth of 2.
- The clock reaches the later pin of the worst-skew pair after approximately 270 ps.
- CTS reports a maximum clock tree buffer depth of 2.
- The run gives the total number of clock tree sinks as 33.
- Post-CTS timing repair inserted 0 buffers for setup.
- In the CTS report, the clock slew at the register clock pins of the worst setup and hold paths is listed as 60 ps.
- The post-CTS hold buffer count recorded in the log is 0.
- In this run the clock root is driven by a clkbuf_8.

Routing:
- The run puts the number of detailed-route iterations in the first pass at 4.
- The run puts the number of remaining DRC errors at 0.
- For this run, the script counts the antenna cells in the layout as 0.
- The run puts the routed via count divided by cell count at around 4.
- Summing over every cut layer, the via total after detailed routing is around 1300.
- The run gives the wire length after detailed routing as 3.20 mm.
- The run gives the detailed router's first-iteration violation count as between 90 and 100.
- The run puts the per-cell routed wire length at 10.3 microns.
- The run gives the post-route antenna net violation count as 0.

Job:
- The report counts max-capacitance violations totalling 0.
- The run puts the tool warning count at 27.

Worst setup path:
- The run gives the kind of cell with the highest combined delay on the critical path as buffers and inverters.
- The run puts the buffer and inverter count on the worst path at 1.
- The worst register-to-register path ends at display_timer[26].
- The worst setup path is captured at an output pin.
- STA classifies the critical path startpoint as a flip-flop.
- The run puts the data arrival at the endpoint of the critical path at approximately 1100 ps.
- The worst register-to-register path begins at display_timer[15].
- The worst setup path is of the reg -> out kind.
- The run gives the delay of the slowest cell on the worst path as roughly 500 ps.
- Across all register-to-register paths, the minimum setup slack is 3420 ps.
- The timing report shows that the slowest cell on the worst path is clkdlybuf4s50_1.
- Max fanout on the critical path was recorded as 5.
- The critical path goes through clkdlybuf4s50_1.
- According to the timing report, the data required time at the worst endpoint equals 4400 ps.
- The run puts the depth of the most critical reg-to-reg path at 4.

Cells and area:
- Ranking logic cells in the layout by count gives the top entries 33 x dfxtp_1, 20 x nor2_1, 19 x conb_1.
- Among logic cells in the layout, the one with the most instances is dfxtp_1.
- After filler insertion, the fill cell instance count of the layout stands at about 950.
- The run puts the fraction of final layout cells with drive strength greater than 1 at 7.88%.
- The run puts the area growth from synthesis to layout at 11.5%.

Global route:
- The number of global-route vias before repair came to ~1200.
- The run gives the total global routing overflow as 0.
- In the global route stage, overall resource usage came out at under 10%.
- The run gives the pin count of the biggest net entering global routing as 29.
- The run puts the number of antenna violations at the first check in global routing at 0.
- The first global-routing pass estimated around 5.7 mm of wire.

Hold path:
- The run gives the worst hold endpoint as display_timer[27].
- Along the worst hold path, the cell count comes to 2.
- The run gives the class of the worst hold path as reg -> reg.
- The worst hold path begins at display_timer[27].

Placement:
- The final weighted congestion recorded by global placement is between 0.8 and 0.9.
- Detailed placement ended at an HPWL of between 2 and 2.5 mm.
- The run gives the total of buffers placed on input and output ports as 3.

Status:
- The run finished with clean final reports.
[cells by family after synthesis]
kind of cell             Yosys count
AND-OR/OR-AND                     39
XOR/XNOR                          13
adder cells (fa/ha/maj)            2
buffers and inverters             27
flip-flops                        33
other                              2
AND/OR/NAND/NOR                   78
[sequential cells by signal, indices dropped and copies added, names as in the netlist]
signal	flops
display_timer	32
display_mode	1
[per-layer routing]
layer,track usage [%],up-vias,wire length (microns)
li1,-,686,-
met1,7.44,571,1710
met2,6.87,15,1320
met3,1.79,2,165
met4,0.743,0,9
met5,0,-,0
[layout make-up]
cell class	count	area, sq um	share of cell area (%)
flip-flops and latches	33	661	35.6
clock buffers	7	86.3	4.66
well taps	108	135	7.29
inverters	8	30.0	1.62
multi-input cells	151	905	48.8
repair buffers	4	37.5	2.02
[power by group through the flow]
stage	Sequential [mW]	Clock (mW)	Combinational (mW)
final	0.243	0.179	0.0113
after global routing	0.243	0.196	0.0134
after CTS	0.243	0.186	0.0119
[cells in the mapped netlist (all sizes together), types with 3 or more instances]
cell | number | area share, %
a211oi | 3 | 1.4
a21oi | 15 | 4.5
buf | 18 | 7.7
dfxtp | 33 | 40
inv | 8 | 1.8
nand2 | 14 | 3.2
nand3 | 10 | 3.0
nand4 | 7 | 3.0
nor2 | 20 | 4.5
o21ai | 7 | 2.1
o31ai | 6 | 2.7
or3 | 9 | 3.5
or4 | 10 | 4.8
xnor2 | 8 | 4.2
xor2 | 5 | 2.6
[stage by stage]
step	cell area (sq um)	hold slack [ps]	cells	utilization (%)	setup slack, ps
2_1_floorplan	1730	421	211	-	3530
3_3_place_gp	1770	432	304	20.2	3050
3_5_place_dp	1770	444	304	20.2	3000
4_1_cts	1850	453	311	21.2	3230
5_1_grt	1850	473	311	21.2	3140
6_report	1850	449	311	21.2	3260
[how the worst max path moves through the flow]
stage	startpoint	slack, ps	cells past startpoint	end
4_1_cts	display_mode	3230	1	LEDR1
5_1_grt	KEY0	3140	6	display_timer[24]
6_report	display_mode	3260	1	LEDR1
Power and IR drop assume default switching activity.
